==> flow/config.mk <==
export PLATFORM = sky130hd
export DESIGN_NAME = sqrt_12s
export DESIGN_NICKNAME = sqrt_12s
export VERILOG_FILES = /design/flow/design.v
export SDC_FILE = /design/flow/constraint.sdc
export NUM_CORES = 4
export LEC_CHECK = 1
export CORE_UTILIZATION = 50
==> flow/constraint.sdc <==
current_design sqrt_12s

set clk_period 5.6
set clk_io_pct 0.2

create_clock -name clk0 -period $clk_period [get_ports {clk}]

set non_clock_inputs [all_inputs -no_clocks]
set_input_delay [expr $clk_period * $clk_io_pct] -clock clk0 $non_clock_inputs
set_output_delay [expr $clk_period * $clk_io_pct] -clock clk0 [all_outputs]
==> flow/design.v <==
module sqrt_12s
#(
    parameter [7:0] OFFSET = 8'b00000000
)
(
    input         clk,
    input  [15:0] data_i,
    input         vld_i,
    output [11:0] data_o,
    output        vld_o
);
wire [23:0] w_data_p0 = { data_i, OFFSET };
wire [23:0] w_data_p1;
wire  [1:0] w_rem_p1;
wire  [1:0] w_res_p1;
wire        w_vld_p1;
sqrt_stage
#(
    .DATA_W (24),
    .STAGE  (1)
)
U_sqrt_p1
(
    .clk    (clk),
    .data_i (w_data_p0),
    .rem_i  (1'b0),
    .res_i  (1'b0),
    .vld_i  (vld_i),
    .data_o (w_data_p1),
    .rem_o  (w_rem_p1),
    .res_o  (w_res_p1),
    .vld_o  (w_vld_p1)
);
wire [23:0] w_data_p2;
wire  [2:0] w_rem_p2;
wire  [2:0] w_res_p2;
wire        w_vld_p2;
sqrt_stage
#(
    .DATA_W (24),
    .STAGE  (2)
)
U_sqrt_p2
(
    .clk    (clk),
    .data_i (w_data_p1),
    .rem_i  (w_rem_p1),
    .res_i  (w_res_p1),
    .vld_i  (w_vld_p1),
    .data_o (w_data_p2),
    .rem_o  (w_rem_p2),
    .res_o  (w_res_p2),
    .vld_o  (w_vld_p2)
);
wire [23:0] w_data_p3;
wire  [3:0] w_rem_p3;
wire  [3:0] w_res_p3;
wire        w_vld_p3;
sqrt_stage
#(
    .DATA_W (24),
    .STAGE  (3)
)
U_sqrt_p3
(
    .clk    (clk),
    .data_i (w_data_p2),
    .rem_i  (w_rem_p2),
    .res_i  (w_res_p2),
    .vld_i  (w_vld_p2),
    .data_o (w_data_p3),
    .rem_o  (w_rem_p3),
    .res_o  (w_res_p3),
    .vld_o  (w_vld_p3)
);
wire [23:0] w_data_p4;
wire  [4:0] w_rem_p4;
wire  [4:0] w_res_p4;
wire        w_vld_p4;
sqrt_stage
#(
    .DATA_W (24),
    .STAGE  (4)
)
U_sqrt_p4
(
    .clk    (clk),
    .data_i (w_data_p3),
    .rem_i  (w_rem_p3),
    .res_i  (w_res_p3),
    .vld_i  (w_vld_p3),
    .data_o (w_data_p4),
    .rem_o  (w_rem_p4),
    .res_o  (w_res_p4),
    .vld_o  (w_vld_p4)
);
wire [23:0] w_data_p5;
wire  [5:0] w_rem_p5;
wire  [5:0] w_res_p5;
wire        w_vld_p5;
sqrt_stage
#(
    .DATA_W (24),
    .STAGE  (5)
)
U_sqrt_p5
(
    .clk    (clk),
    .data_i (w_data_p4),
    .rem_i  (w_rem_p4),
    .res_i  (w_res_p4),
    .vld_i  (w_vld_p4),
    .data_o (w_data_p5),
    .rem_o  (w_rem_p5),
    .res_o  (w_res_p5),
    .vld_o  (w_vld_p5)
);
wire [23:0] w_data_p6;
wire  [6:0] w_rem_p6;
wire  [6:0] w_res_p6;
wire        w_vld_p6;
sqrt_stage
#(
    .DATA_W (24),
    .STAGE  (6)
)
U_sqrt_p6
(
    .clk    (clk),
    .data_i (w_data_p5),
    .rem_i  (w_rem_p5),
    .res_i  (w_res_p5),
    .vld_i  (w_vld_p5),
    .data_o (w_data_p6),
    .rem_o  (w_rem_p6),
    .res_o  (w_res_p6),
    .vld_o  (w_vld_p6)
);
wire [23:0] w_data_p7;
wire  [7:0] w_rem_p7;
wire  [7:0] w_res_p7;
wire        w_vld_p7;
sqrt_stage
#(
    .DATA_W (24),
    .STAGE  (7)
)
U_sqrt_p7
(
    .clk    (clk),
    .data_i (w_data_p6),
    .rem_i  (w_rem_p6),
    .res_i  (w_res_p6),
    .vld_i  (w_vld_p6),
    .data_o (w_data_p7),
    .rem_o  (w_rem_p7),
    .res_o  (w_res_p7),
    .vld_o  (w_vld_p7)
);
wire [23:0] w_data_p8;
wire  [8:0] w_rem_p8;
wire  [8:0] w_res_p8;
wire        w_vld_p8;
sqrt_stage
#(
    .DATA_W (24),
    .STAGE  (8)
)
U_sqrt_p8
(
    .clk    (clk),
    .data_i (w_data_p7),
    .rem_i  (w_rem_p7),
    .res_i  (w_res_p7),
    .vld_i  (w_vld_p7),
    .data_o (w_data_p8),
    .rem_o  (w_rem_p8),
    .res_o  (w_res_p8),
    .vld_o  (w_vld_p8)
);
wire [23:0] w_data_p9;
wire  [9:0] w_rem_p9;
wire  [9:0] w_res_p9;
wire        w_vld_p9;
sqrt_stage
#(
    .DATA_W (24),
    .STAGE  (9)
)
U_sqrt_p9
(
    .clk    (clk),
    .data_i (w_data_p8),
    .rem_i  (w_rem_p8),
    .res_i  (w_res_p8),
    .vld_i  (w_vld_p8),
    .data_o (w_data_p9),
    .rem_o  (w_rem_p9),
    .res_o  (w_res_p9),
    .vld_o  (w_vld_p9)
);
wire [23:0] w_data_p10;
wire [10:0] w_rem_p10;
wire [10:0] w_res_p10;
wire        w_vld_p10;
sqrt_stage
#(
    .DATA_W (24),
    .STAGE  (10)
)
U_sqrt_p10
(
    .clk    (clk),
    .data_i (w_data_p9),
    .rem_i  (w_rem_p9),
    .res_i  (w_res_p9),
    .vld_i  (w_vld_p9),
    .data_o (w_data_p10),
    .rem_o  (w_rem_p10),
    .res_o  (w_res_p10),
    .vld_o  (w_vld_p10)
);
wire [23:0] w_data_p11;
wire [11:0] w_rem_p11;
wire [11:0] w_res_p11;
wire        w_vld_p11;
sqrt_stage
#(
    .DATA_W (24),
    .STAGE  (11)
)
U_sqrt_p11
(
    .clk    (clk),
    .data_i (w_data_p10),
    .rem_i  (w_rem_p10),
    .res_i  (w_res_p10),
    .vld_i  (w_vld_p10),
    .data_o (w_data_p11),
    .rem_o  (w_rem_p11),
    .res_o  (w_res_p11),
    .vld_o  (w_vld_p11)
);
wire [23:0] w_data_p12;
wire [12:0] w_rem_p12;
wire [12:0] w_res_p12;
wire        w_vld_p12;
sqrt_stage
#(
    .DATA_W (24),
    .STAGE  (12)
)
U_sqrt_p12
(
    .clk    (clk),
    .data_i (w_data_p11),
    .rem_i  (w_rem_p11),
    .res_i  (w_res_p11),
    .vld_i  (w_vld_p11),
    .data_o (w_data_p12),
    .rem_o  (w_rem_p12),
    .res_o  (w_res_p12),
    .vld_o  (w_vld_p12)
);
assign data_o = w_res_p12[11:0];
assign vld_o  = w_vld_p12;
endmodule
module sqrt_stage
#(
    parameter integer DATA_W = 16,
    parameter integer STAGE  = 1
)
(
    input               clk,
    input  [DATA_W-1:0] data_i,
    input   [STAGE-1:0] rem_i,
    input   [STAGE-1:0] res_i,
    input               vld_i,
    output [DATA_W-1:0] data_o,
    output    [STAGE:0] rem_o,
    output    [STAGE:0] res_o,
    output              vld_o
);
    wire [STAGE+1:0] w_A = { rem_i, data_i[DATA_W-1:DATA_W-2] };
    wire [STAGE+1:0] w_B = { res_i, 2'b01 };
    wire [STAGE+1:0] w_diff = w_A - w_B;
    reg [DATA_W-1:0] r_data;  
    reg    [STAGE:0] r_rem;   
    reg    [STAGE:0] r_res;   
    reg              r_vld;   
    always@(posedge clk) begin
        if (vld_i) begin
            r_data <= { data_i[DATA_W-3:0], 2'b00 };
            if (w_diff[STAGE+1]) begin
                r_rem <=  w_A[STAGE:0];
                r_res <= { res_i, 1'b0 };
            end
            else begin
                r_rem <= w_diff[STAGE:0];
                r_res <= { res_i, 1'b1 };
            end
        end
        r_vld <= vld_i;
    end
    assign data_o = r_data;
    assign rem_o  = r_rem;
    assign res_o  = r_res;
    assign vld_o  = r_vld;
endmodule
==> flow/run.sh <==
#!/bin/bash
# OpenROAD 26Q1-2900-gdf79404cd8, Yosys 0.63+post, stock flow scripts
make -C /OpenROAD-flow-scripts/flow DESIGN_CONFIG=/design/flow/config.mk WORK_HOME=/design/flow/orfs finish
==> results.py <==
# Auto-generated metrics
metrics = {
    "finish": {
        "lay_top_cells": "edfxtp_1, inv_1, ha_1, xnor2_1, mux2_2",
        "drive_gt1_frac": 0.135,
        "final_cells": 1056,
        "lay_top_count": "edfxtp_1",
        "area_delta_synth_final_pct": 13.5,
    },
    "global_routing": {
        "grt_pass1_wl_um": 26300,
        "grt_pass1_vias": 5550,
        "grt_max_degree": 24,
        "antenna_found_initial": 0,
        "grt_overflow": 0,
        "grt_use_total": 0.167,
    },
    "routing": {
        "n_antenna_cell": 0,
        "ant_nets": 0,
        "drc": 0,
        "vias": 5364,
        "drt_wl_total_um": 15200,
        "wl_per_cell_um": 14.4,
        "vias_per_cell": 5.08,
        "drt_iter0_drc": 256,
        "drtPass1Iterations": 4,
    },
    "floorplanning": {
        "rows": 52,
        "die_w_um": 145,
        "ioPinCount": 31,
        "dieArea_um2": 21100,
        "coreArea_um2": 20200,
        "dieHeight_um": 145,
        "fp_util": 0.510,
    },
    "worst_hold_path": {
        "holdCritPathClass": "reg -> reg",
        "hold_depth": 0,
        "min_from": "U_sqrt_p1.r_data[13]",
    },
    "place": {
        "hpwl_um": 10800,
        "portBuffers": 30,
        "finalWeightedCongestion": 0.886,
        "dpl.cell_count": 1015,
    },
    "clock_network": {
        "cts-hold-fix-buffers": 0,
        "cts_root_buf": "clkbuf_16",
        "clock_sinks": 220,
        "cts_resized": 0,
        "clk_pin_slew_ns": 0.06,
        "cts_buffers": 23,
        "cts_buffer_depth": 3,
        "clk_latency_ns": 0.50,
        "htreeDepth": 1,
        "cts_tree": "built",
        "cts_setup_buffers": 0,
    },
    "final_timing": {
        "final.min_clock_period_ns": 3.00,
        "maxSlewViolCount": 0,
        "slew_headroom": 0.415,
        "finalSetupTns_ns": 0,
        "max_freq_ghz": 0.334,
        "skew_ns": 0.0115,
        "period_used_share": 0.535,
        "max_slew.worst_pin.slew_ns": 0.876,
        "finalSetupViolations": 0,
        "finalHoldViolCount": 0,
        "rsz0062_at_grt": "false",
    },
    "yosys": {
        "syn_inst": 713,
        "top_area_cell": "edfxtp_1",
        "ys.flop_type": "edfxtp_1",
        "ys_top_cells_by_area": "edfxtp_1, ha_1, mux2_2",
        "ys_types": 50,
        "ys_area_um2": 10300,
        "ys_cells": 713,
        "top_area_frac": 0.608,
        "numSynthFlops": 220,
        "yosysWarnings": 12,
        "syn_area_um2": 10300,
        "yosys.stat.seqShare": 0.631,
        "edf_count": 208,
        "avgSynthCellArea_um2": 14.4,
        "ys_async_sr_fraction": 0,
    },
    "power": {
        "power.density_nw_per_um2": 634,
        "pwr-share-seq": 0.381,
        "swShare": 0.313,
        "p_switching_w": 0.00231,
        "clkPwrFrac": 0.197,
        "p_leak_nw": 4.59,
        "ir_drop_mv": 0.271,
        "combPwrFrac": 0.422,
        "intPower_w": 0.00509,
    },
    "setup_path": {
        "worstPathRequired_ns": 5.85,
        "crit_fanout": 11,
        "r2r_setup_slack_ns": 2.60,
        "reg2reg_from": "U_sqrt_p10.r_rem[0]",
        "endpoint_kind": "flop",
        "arrival_ns": 3.24,
        "crit_path_start": "U_sqrt_p10.r_rem[0]",
        "start_kind": "flop",
        "setup.worst_path.class": "reg -> reg",
        "r2r_cells": 9,
    },
    "run": {
        "drv_cap": 0,
        "tool_warnings": 25,
    },
    "status": {
        "status": "completed",
    },
}
[per-stage QoR]
step	setup slack (ns)	power [W]	cell area, µm²	utilization	hold WS [ns]
6_report	2.60	0.00740	11700	0.579	0.414
5_1_grt	2.47	0.00795	11700	0.579	0.420
4_1_cts	2.60	0.00748	11700	0.579	0.414
3_5_place_dp	2.62	0.00595	10900	0.542	0.405
3_3_place_gp	2.66	0.00592	10900	0.542	0.404
2_1_floorplan	2.81	0.00535	10300	-	0.400
[kinds of logic (layout without fill, tap and decap cells)]
group | after synthesis | in the layout | synth area share
AND-OR/OR-AND | 91 | 91 | 0.0637
AND/OR/NAND/NOR | 104 | 104 | 0.0470
adder cells (fa/ha/maj) | 75 | 75 | 0.0935
buffers and inverters | 96 | 169 | 0.0361
flip-flops | 220 | 220 | 0.631
multiplexers | 63 | 63 | 0.0710
XOR/XNOR | 64 | 64 | 0.0578
[sequential cells by signal (all words and copies together), names as in the netlist, 6 cells and up]
name and flops:
U_sqrt_p7.r_res 7, U_sqrt_p6.r_rem 7, U_sqrt_p9.r_res 9, U_sqrt_p8.r_rem 9, U_sqrt_p9.r_rem 9, U_sqrt_p10.r_rem 10, U_sqrt_p11.r_rem 11, U_sqrt_p5.r_data 6
U_sqrt_p2.r_data 12, U_sqrt_p12.r_res 12, U_sqrt_p7.r_rem 8, U_sqrt_p1.r_data 14, U_sqrt_p4.r_data 8, U_sqrt_p6.r_res 6, U_sqrt_p8.r_res 8, U_sqrt_p10.r_res 10
U_sqrt_p11.r_res 11, U_sqrt_p5.r_rem 6, U_sqrt_p3.r_data 10
[final timing paths]
kind	end
worst max-delay path	U_sqrt_p11.r_rem[11]
worst min-delay path	U_sqrt_p2.r_data[15]
worst max register to register	U_sqrt_p11.r_rem[11]
worst min register to register	U_sqrt_p2.r_data[15]
[power by group through the flow]
| stage | Combinational [W] | Clock [W] | Sequential (W) |
|---|---|---|---|
| global route | 0.00349 | 0.00157 | 0.00289 |
| finish | 0.00313 | 0.00146 | 0.00282 |
| CTS | 0.00315 | 0.00150 | 0.00283 |
[critical path: stages (launching register included)]
cell      delay (ns)
edfxtp_1        0.46
ha_1            0.25
fa_1            0.44
a211oi_2        0.28
o211ai_1        0.16
a31o_1          0.24
a21oi_2         0.18
xnor2_1         0.14
buf_4           0.24
mux2_2          0.35
[cell type report]
type                    count  area [µm²]
fillers                  1491        8500
flip-flops and latches    220        6490
multi-input cells         397        3420
clock buffers              27         621
inverters                  94         353
well taps                 270         338
repair buffers             34         330
clock inverters            14         119
[cell usage after synthesis, drive strengths merged, types with 11 or more instances]
cell      n
a21oi    26
dfxtp    12
edfxtp  208
ha       72
inv      94
mux2     52
mux2i    11
nand2    21
nand3    11
nor2     42
o21a     13
o21ai    17
xnor2    54
[layer usage]
metal	part of all wire	up-vias	global-route usage
li1	-	2711	-
met1	0.49	2490	0.287
met2	0.41	132	0.224
met3	0.073	31	0.0637
met4	0.024	0	0.0358
met5	0	-	0
Power and IR drop assume default switching activity.
