==> flow/design.v <==
module sqrt_16s
#(
    parameter [15:0] OFFSET = 16'h0000
)
(
    input         clk,
    input  [15:0] data_i,
    input         vld_i,
    output [15:0] data_o,
    output        vld_o
);
wire [31:0] w_data_p0 = { data_i, OFFSET };
wire [31:0] w_data_p1;
wire  [1:0] w_rem_p1;
wire  [1:0] w_res_p1;
wire        w_vld_p1;
sqrt_stage
#(
    .DATA_W (32),
    .STAGE  (1)
)
U_sqrt_p1
(
    .clk    (clk),
    .data_i (w_data_p0),
    .rem_i  (1'b0),
    .res_i  (1'b0),
    .vld_i  (vld_i),
    .data_o (w_data_p1),
    .rem_o  (w_rem_p1),
    .res_o  (w_res_p1),
    .vld_o  (w_vld_p1)
);
wire [31:0] w_data_p2;
wire  [2:0] w_rem_p2;
wire  [2:0] w_res_p2;
wire        w_vld_p2;
sqrt_stage
#(
    .DATA_W (32),
    .STAGE  (2)
)
U_sqrt_p2
(
    .clk    (clk),
    .data_i (w_data_p1),
    .rem_i  (w_rem_p1),
    .res_i  (w_res_p1),
    .vld_i  (w_vld_p1),
    .data_o (w_data_p2),
    .rem_o  (w_rem_p2),
    .res_o  (w_res_p2),
    .vld_o  (w_vld_p2)
);
wire [31:0] w_data_p3;
wire  [3:0] w_rem_p3;
wire  [3:0] w_res_p3;
wire        w_vld_p3;
sqrt_stage
#(
    .DATA_W (32),
    .STAGE  (3)
)
U_sqrt_p3
(
    .clk    (clk),
    .data_i (w_data_p2),
    .rem_i  (w_rem_p2),
    .res_i  (w_res_p2),
    .vld_i  (w_vld_p2),
    .data_o (w_data_p3),
    .rem_o  (w_rem_p3),
    .res_o  (w_res_p3),
    .vld_o  (w_vld_p3)
);
wire [31:0] w_data_p4;
wire  [4:0] w_rem_p4;
wire  [4:0] w_res_p4;
wire        w_vld_p4;
sqrt_stage
#(
    .DATA_W (32),
    .STAGE  (4)
)
U_sqrt_p4
(
    .clk    (clk),
    .data_i (w_data_p3),
    .rem_i  (w_rem_p3),
    .res_i  (w_res_p3),
    .vld_i  (w_vld_p3),
    .data_o (w_data_p4),
    .rem_o  (w_rem_p4),
    .res_o  (w_res_p4),
    .vld_o  (w_vld_p4)
);
wire [31:0] w_data_p5;
wire  [5:0] w_rem_p5;
wire  [5:0] w_res_p5;
wire        w_vld_p5;
sqrt_stage
#(
    .DATA_W (32),
    .STAGE  (5)
)
U_sqrt_p5
(
    .clk    (clk),
    .data_i (w_data_p4),
    .rem_i  (w_rem_p4),
    .res_i  (w_res_p4),
    .vld_i  (w_vld_p4),
    .data_o (w_data_p5),
    .rem_o  (w_rem_p5),
    .res_o  (w_res_p5),
    .vld_o  (w_vld_p5)
);
wire [31:0] w_data_p6;
wire  [6:0] w_rem_p6;
wire  [6:0] w_res_p6;
wire        w_vld_p6;
sqrt_stage
#(
    .DATA_W (32),
    .STAGE  (6)
)
U_sqrt_p6
(
    .clk    (clk),
    .data_i (w_data_p5),
    .rem_i  (w_rem_p5),
    .res_i  (w_res_p5),
    .vld_i  (w_vld_p5),
    .data_o (w_data_p6),
    .rem_o  (w_rem_p6),
    .res_o  (w_res_p6),
    .vld_o  (w_vld_p6)
);
wire [31:0] w_data_p7;
wire  [7:0] w_rem_p7;
wire  [7:0] w_res_p7;
wire        w_vld_p7;
sqrt_stage
#(
    .DATA_W (32),
    .STAGE  (7)
)
U_sqrt_p7
(
    .clk    (clk),
    .data_i (w_data_p6),
    .rem_i  (w_rem_p6),
    .res_i  (w_res_p6),
    .vld_i  (w_vld_p6),
    .data_o (w_data_p7),
    .rem_o  (w_rem_p7),
    .res_o  (w_res_p7),
    .vld_o  (w_vld_p7)
);
wire [31:0] w_data_p8;
wire  [8:0] w_rem_p8;
wire  [8:0] w_res_p8;
wire        w_vld_p8;
sqrt_stage
#(
    .DATA_W (32),
    .STAGE  (8)
)
U_sqrt_p8
(
    .clk    (clk),
    .data_i (w_data_p7),
    .rem_i  (w_rem_p7),
    .res_i  (w_res_p7),
    .vld_i  (w_vld_p7),
    .data_o (w_data_p8),
    .rem_o  (w_rem_p8),
    .res_o  (w_res_p8),
    .vld_o  (w_vld_p8)
);
wire [31:0] w_data_p9;
wire  [9:0] w_rem_p9;
wire  [9:0] w_res_p9;
wire        w_vld_p9;
sqrt_stage
#(
    .DATA_W (32),
    .STAGE  (9)
)
U_sqrt_p9
(
    .clk    (clk),
    .data_i (w_data_p8),
    .rem_i  (w_rem_p8),
    .res_i  (w_res_p8),
    .vld_i  (w_vld_p8),
    .data_o (w_data_p9),
    .rem_o  (w_rem_p9),
    .res_o  (w_res_p9),
    .vld_o  (w_vld_p9)
);
wire [31:0] w_data_p10;
wire [10:0] w_rem_p10;
wire [10:0] w_res_p10;
wire        w_vld_p10;
sqrt_stage
#(
    .DATA_W (32),
    .STAGE  (10)
)
U_sqrt_p10
(
    .clk    (clk),
    .data_i (w_data_p9),
    .rem_i  (w_rem_p9),
    .res_i  (w_res_p9),
    .vld_i  (w_vld_p9),
    .data_o (w_data_p10),
    .rem_o  (w_rem_p10),
    .res_o  (w_res_p10),
    .vld_o  (w_vld_p10)
);
wire [31:0] w_data_p11;
wire [11:0] w_rem_p11;
wire [11:0] w_res_p11;
wire        w_vld_p11;
sqrt_stage
#(
    .DATA_W (32),
    .STAGE  (11)
)
U_sqrt_p11
(
    .clk    (clk),
    .data_i (w_data_p10),
    .rem_i  (w_rem_p10),
    .res_i  (w_res_p10),
    .vld_i  (w_vld_p10),
    .data_o (w_data_p11),
    .rem_o  (w_rem_p11),
    .res_o  (w_res_p11),
    .vld_o  (w_vld_p11)
);
wire [31:0] w_data_p12;
wire [12:0] w_rem_p12;
wire [12:0] w_res_p12;
wire        w_vld_p12;
sqrt_stage
#(
    .DATA_W (32),
    .STAGE  (12)
)
U_sqrt_p12
(
    .clk    (clk),
    .data_i (w_data_p11),
    .rem_i  (w_rem_p11),
    .res_i  (w_res_p11),
    .vld_i  (w_vld_p11),
    .data_o (w_data_p12),
    .rem_o  (w_rem_p12),
    .res_o  (w_res_p12),
    .vld_o  (w_vld_p12)
);
wire [31:0] w_data_p13;
wire [13:0] w_rem_p13;
wire [13:0] w_res_p13;
wire        w_vld_p13;
sqrt_stage
#(
    .DATA_W (32),
    .STAGE  (13)
)
U_sqrt_p13
(
    .clk    (clk),
    .data_i (w_data_p12),
    .rem_i  (w_rem_p12),
    .res_i  (w_res_p12),
    .vld_i  (w_vld_p12),
    .data_o (w_data_p13),
    .rem_o  (w_rem_p13),
    .res_o  (w_res_p13),
    .vld_o  (w_vld_p13)
);
wire [31:0] w_data_p14;
wire [14:0] w_rem_p14;
wire [14:0] w_res_p14;
wire        w_vld_p14;
sqrt_stage
#(
    .DATA_W (32),
    .STAGE  (14)
)
U_sqrt_p14
(
    .clk    (clk),
    .data_i (w_data_p13),
    .rem_i  (w_rem_p13),
    .res_i  (w_res_p13),
    .vld_i  (w_vld_p13),
    .data_o (w_data_p14),
    .rem_o  (w_rem_p14),
    .res_o  (w_res_p14),
    .vld_o  (w_vld_p14)
);
wire [31:0] w_data_p15;
wire [15:0] w_rem_p15;
wire [15:0] w_res_p15;
wire        w_vld_p15;
sqrt_stage
#(
    .DATA_W (32),
    .STAGE  (15)
)
U_sqrt_p15
(
    .clk    (clk),
    .data_i (w_data_p14),
    .rem_i  (w_rem_p14),
    .res_i  (w_res_p14),
    .vld_i  (w_vld_p14),
    .data_o (w_data_p15),
    .rem_o  (w_rem_p15),
    .res_o  (w_res_p15),
    .vld_o  (w_vld_p15)
);
wire [31:0] w_data_p16;
wire [16:0] w_rem_p16;
wire [16:0] w_res_p16;
wire        w_vld_p16;
sqrt_stage
#(
    .DATA_W (32),
    .STAGE  (16)
)
U_sqrt_p16
(
    .clk    (clk),
    .data_i (w_data_p15),
    .rem_i  (w_rem_p15),
    .res_i  (w_res_p15),
    .vld_i  (w_vld_p15),
    .data_o (w_data_p16),
    .rem_o  (w_rem_p16),
    .res_o  (w_res_p16),
    .vld_o  (w_vld_p16)
);
assign data_o = w_res_p16[15:0];
assign vld_o  = w_vld_p16;
endmodule
module sqrt_stage
#(
    parameter integer DATA_W = 16,
    parameter integer STAGE  = 1
)
(
    input               clk,
    input  [DATA_W-1:0] data_i,
    input   [STAGE-1:0] rem_i,
    input   [STAGE-1:0] res_i,
    input               vld_i,
    output [DATA_W-1:0] data_o,
    output    [STAGE:0] rem_o,
    output    [STAGE:0] res_o,
    output              vld_o
);
    wire [STAGE+1:0] w_A = { rem_i, data_i[DATA_W-1:DATA_W-2] };
    wire [STAGE+1:0] w_B = { res_i, 2'b01 };
    wire [STAGE+1:0] w_diff = w_A - w_B;
    reg [DATA_W-1:0] r_data;  
    reg    [STAGE:0] r_rem;   
    reg    [STAGE:0] r_res;   
    reg              r_vld;   
    always@(posedge clk) begin
        if (vld_i) begin
            r_data <= { data_i[DATA_W-3:0], 2'b00 };
            if (w_diff[STAGE+1]) begin
                r_rem <=  w_A[STAGE:0];
                r_res <= { res_i, 1'b0 };
            end
            else begin
                r_rem <= w_diff[STAGE:0];
                r_res <= { res_i, 1'b1 };
            end
        end
        r_vld <= vld_i;
    end
    assign data_o = r_data;
    assign rem_o  = r_rem;
    assign res_o  = r_res;
    assign vld_o  = r_vld;
endmodule
==> flow/run.sh <==
#!/bin/bash
# OpenROAD 26Q1-2900-gdf79404cd8, Yosys 0.63+post, stock flow scripts
make -C /OpenROAD-flow-scripts/flow DESIGN_CONFIG=/design/flow/config.mk WORK_HOME=/design/flow/orfs finish
==> flow/config.mk <==
export PLATFORM = sky130hd
export DESIGN_NAME = sqrt_16s
export DESIGN_NICKNAME = sqrt_16s
export VERILOG_FILES = /design/flow/design.v
export SDC_FILE = /design/flow/constraint.sdc
export NUM_CORES = 4
export LEC_CHECK = 1
export CORE_UTILIZATION = 30
==> flow/constraint.sdc <==
current_design sqrt_16s

set clk_period 7.2
set clk_io_pct 0.2

create_clock -name clk0 -period $clk_period [get_ports {clk}]

set non_clock_inputs [all_inputs -no_clocks]
set_input_delay [expr $clk_period * $clk_io_pct] -clock clk0 $non_clock_inputs
set_output_delay [expr $clk_period * $clk_io_pct] -clock clk0 [all_outputs]
==> impl_metrics.ini <==
; yosys + openroad results
[run_status]
status = completed

[critical_path]
worst_ep_arrival_time_ps = 3550
ff2ff_path_depth = 9
cpMaxStageDelayCell = sky130_fd_sc_hd__edfxtp_1
timing.critical_path.required_ps = 7490
endpoint_of_the_worst_slack_reg_to_reg_timing_path = U_sqrt_p11.r_rem[11]$_DFFE_PP_
r2r_setup_slack_ps = 3940
startpoint_type = flip-flop
worst_r2r_startpoint = U_sqrt_p10.r_rem[0]$_SDFFCE_PP0P_
path_cells = ha_1 -> fa_1 -> a211oi_2 -> o21bai_1 -> or4_4 -> a221oi_4 -> xnor2_1 -> buf_4 -> mux2_2
worst_path_largest_cell_delay_ps = 460
maximum_fanout_encountered_on_the_critical_timing_path = 11
capturing_element_type_of_the_critical_path = flip-flop
worstSetupPathType = reg2reg

[yosys]
syn_area_per_cell_sq_um = 13.2
post_synth_num_cell_types = 68
synth.most_common_cell = sky130_fd_sc_hd__edfxtp_1
netlist_area_sq_um = 17100
ff_type = sky130_fd_sc_hd__edfxtp_1
post_synth_tally_of_flip_flops_with_integrated_enable = 320
postSynthRegisterBits = 336
ys_chip_area_sq_um = 17100
synthDominantCellAreaShare_pct = 56.2
ys_seq_share_pct = 58.1
yosys.area.top_type = sky130_fd_sc_hd__edfxtp_1
yosys-stat-cells = 1297
synth_async_sr_flop_share_pct = 0
synth.cells.most_frequent = 320 x sky130_fd_sc_hd__edfxtp_1, 167 x sky130_fd_sc_hd__inv_1, 126 x sky130_fd_sc_hd__ha_1, 85 x sky130_fd_sc_hd__mux2_2, 73 x sky130_fd_sc_hd__xnor2_1
synthTopCellsByArea = sky130_fd_sc_hd__edfxtp_1 56%, sky130_fd_sc_hd__ha_1 9.2%, sky130_fd_sc_hd__mux2_2 5.6%
yosysWarningCount = 16
syn-instance-count = 1297

[run]
max-cap-violations = 0
log.warning_count = 25

[floorplanning]
floorplanUtilization_pct = 30.3
top_level_ports = 35
die-height_microns = 241
core-area_sq_um = 56400
core.rowCount = 87
dieWidth_microns = 241
floorplan.die_area_sq_um = 57900

[clocking]
worstSkewPairLatency_ps = 560
ctsRootBufferMaster = sky130_fd_sc_hd__clkbuf_16
ctsHoldBuffers = 0
cts.repair_timing.setup_buffer_count = 0
numClockSinks = 336
cts_inserted_buffers = 36
resized_cells_post_cts = 0
tritoncts_clock_tree = yes
cts_max_path_buffers = 3
clock_tree.htree_level_count = 2
clock_pin_slew_reported_for_the_worst_setup_and_hold_paths_after_clock_tree_synthesis_ps = 60

[timing]
clock_skew_ps = 16.4
drv_slew = 0
finalClockPeriodUsage_pct = 45.3
slew_headroom_pct = 47.7
layout_setup_ws_ps = 3940
worst_slew_pin_slew_ps = 783
setup-violations-final = 0
fin_crit_ps = 3260
unrepaired_setup_endpoints_after_global_routing = false
final_hold_viol_count = 0
f_max_ghz = 0.307
fin_setup_tns_ps = 0

[global_route]
gr-usage-all-layers_pct = 9.83
grt_first_pass_wirelength_mm = 44.5
grt_pass1_vias = 9494
pin_count_of_the_biggest_net_entering_global_routing = 32
global_route.overflow_total = 0
antenna_found_initial = 0

[detailed_routing]
route.detailed.wl_per_inst_microns = 12.2
drt_pass_1_iters = 5
detail_route.wirelength_mm = 26.2
drt-vias-per-instance = 4.43
vias = 9548
route.antenna.remaining_nets = 0
drc_violations = 0
insertedDiodeCount = 0
detailedRoute.firstIterationViolations = 380

[pwr]
irDropWorstVdd_mv = 0.212
power-per-cell-area_nw_per_um2 = 505
p_leak_nw = 7.68
total_power_mw = 9.89

[final_layout]
area.growth.synth_to_final_pct = 14.6
n_fill_cell = 5368
post_route_cells_drive_above_1_share_pct = 12.7
multiInputGateArea_sq_um = 6460
regArea_sq_um = 9930

[placement]
place_ws_ps = 3960
globalplace.congestion = 0.895
buffer_ports.inserted = 34
post-dp-hpwl_mm = 19.5

[min_path]
hold_path.startpoint = U_sqrt_p2.r_data[27]$_DFFE_PP_
worstHoldPathCells = 0
worstHoldPathType = reg2reg
timing.hold.worst_endpoint = U_sqrt_p3.r_data[29]$_DFFE_PP_
[through the flow]
stage / hold WS [ps] / utilization [%] / std cells / instance area, sq um
after floorplan: 400 / - / 1297 / 17100
after detailed placement: 405 / 32.6 / 2088 / 18400
final: 416 / 34.8 / 2154 / 19600
after CTS: 420 / 34.8 / 2154 / 19600
after global routing: 422 / 34.8 / 2154 / 19600
after global placement: 401 / 32.6 / 2088 / 18400
[registers in the layout, summed over array words and instances (netlist names), 11 cells and up]
signal and flops:
U_sqrt_p13.r_rem 13, U_sqrt_p15.r_rem 15, U_sqrt_p11.r_rem 11, U_sqrt_p14.r_rem 14
U_sqrt_p12.r_rem 12, U_sqrt_p11.r_res 11, U_sqrt_p16.r_res 16, U_sqrt_p2.r_data 12
U_sqrt_p13.r_res 13, U_sqrt_p15.r_res 15, U_sqrt_p14.r_res 14, U_sqrt_p12.r_res 12
U_sqrt_p1.r_data 14
[placed cells by master, fill, tap and decap left out, drive strengths merged, types with 6 or more instances in the layout]
cell type	count
clkbuf	48
o21a	23
clkdlybuf4s50	34
o2111ai	7
nor3	22
nand3	18
mux2i	18
a21oi	51
xnor2	74
ha	126
xor2	14
mux2	94
o21bai	6
buf	13
clkinv	8
nor2b	21
a31oi	9
nor2	63
inv	175
o21ai	46
a211oi	9
o211ai	11
dfxtp	16
edfxtp	320
and3	7
nand2b	12
a21o	25
fa	7
nand2	39
[where the power goes]
part / total, mW / internal [mW] / switching, mW
logic: 4.60 / 2.37 / 2.22
clock network: 1.85 / 1.10 / 0.759
registers: 3.44 / 3.10 / 0.335
total: 9.89 / 6.57 / 3.32
[worst max-delay path: cells and delay by family (launching register included)]
family,cells,cell delay [ps]
fa+ha+maj,2,690
compound gates,3,660
flops,1,460
simple gates,1,450
mux,1,350
buf+inv,1,240
xor+xnor,1,160
[routing by layer]
layer / track usage (%) / up-vias / part of all wire (%)
met5: 0 / - / 0
met4: 2.74 / 0 / 3.2
met3: 2.24 / 58 / 4.2
met2: 16.6 / 163 / 48
met1: 13.0 / 4381 / 45
li1: - / 4946 / -
[cell families after synthesis]
group | share of synthesized area [%]
fa+ha+maj | 10.0
flops | 58.1
buf+inv | 4.14
compound gates | 9.33
simple gates | 6.40
mux | 7.44
xor+xnor | 4.55
[layout make-up]
| cell class | instances | area share, % |
|---|---|---|
| Clock inverter | 18 | 1.19 |
| Clock buffer | 48 | 4.88 |
| Tap cell | 756 | 4.83 |
| Inverter | 170 | 3.26 |
| Sequential cell | 336 | 50.7 |
| Timing Repair Buffer | 47 | 2.23 |
| Multi-Input combinational cell | 779 | 32.9 |
[how the worst max path moves through the flow]
stage,from,endpoint,slack (ps),cells past startpoint
CTS,U_sqrt_p10.r_rem[0]$_SDFFCE_PP0P_,U_sqrt_p11.r_rem[11]$_DFFE_PP_,3920,9
finish,U_sqrt_p10.r_rem[0]$_SDFFCE_PP0P_,U_sqrt_p11.r_rem[11]$_DFFE_PP_,3940,9
global route,U_sqrt_p10.r_rem[0]$_SDFFCE_PP0P_,U_sqrt_p11.r_rem[11]$_DFFE_PP_,3800,9
Power figures rest on the tool's default switching activity, not on a simulated workload.
